### flow/run.sh
#!/bin/bash
# OpenROAD 26Q1-2900-gdf79404cd8, Yosys 0.63+post, stock flow scripts
make -C /OpenROAD-flow-scripts/flow DESIGN_CONFIG=/design/flow/config.mk WORK_HOME=/design/flow/orfs finish
### flow/config.mk
export PLATFORM = sky130hd
export DESIGN_NAME = Lane_To_Byte_Demapping
export DESIGN_NICKNAME = Lane_To_Byte_Demapping
export VERILOG_FILES = /design/flow/design.v
export SDC_FILE = /design/flow/constraint.sdc
export NUM_CORES = 4
export LEC_CHECK = 1
export CORE_AREA = 10 10 460 460
export DIE_AREA = 0 0 470 470
export SYNTH_HDL_FRONTEND = slang
### flow/constraint.sdc
current_design Lane_To_Byte_Demapping

set clk_period 61.8
set clk_io_pct 0.2

create_clock -name clk0 -period $clk_period [get_ports {i_clk}]

set non_clock_inputs [all_inputs -no_clocks]
set_input_delay [expr $clk_period * $clk_io_pct] -clock clk0 $non_clock_inputs
set_output_delay [expr $clk_period * $clk_io_pct] -clock clk0 [all_outputs]
### flow/design.v
package pkg;
	typedef enum {RESET, SBINIT, MBINIT, MBTRAIN, LINKINIT, ACTIVE, PHYRETRAIN, TRAINERROR} state_e;
	typedef enum {PARAM, CAL, REPAIRCLK, REPAIRVAL, REVERSALMB, REPAIRMB} MBINIT_SubState_e;
	typedef enum {VALREF, DATAVREF, SPEEDIDLE, TXSELFCAL, RXCLKCAL, VALTRAINCENTER, VALTRAINVREF, DATATRAINCENTER1, DATATRAINVREF,RXDESKEW, DATATRAINCENTER2, LINKSPEED, REPAIR} MBTRAIN_SubState_e;
	typedef enum {	SBINIT_DONE_REQ = 1,
					SBINIT_DONE_RESP,
					SBINIT_OUT_OF_RESET} SBINIT_MSG_e;
	typedef enum {	MBINIT_PARAM_CONFIGURATION_REQ = 1, 
					MBINIT_PARAM_CONFIGURATION_RESP} MBINIT_PARAM_MSG_e;
	typedef enum {	MBINIT_CAL_DONE_REQ = 1, 
					MBINIT_CAL_DONE_RESP} MBINIT_CAL_MSG_e;
	typedef enum logic 	[3:0]	 {	MBINIT_REPAIRCLK_INIT_REQ = 1, 
				  					MBINIT_REPAIRCLK_INIT_RESP,
				  					MBINIT_REPAIRCLK_RESULT_REQ,
	 			  					MBINIT_REPAIRCLK_RESULT_RESP,
	 			  					MBINIT_REPAIRCLK_DONE_REQ,
	 			  					MBINIT_REPAIRCLK_DONE_RESP} MBINIT_REPAIRCLK_MSG_e;
	typedef enum logic 	[3:0]	 {	MBINIT_REPAIRVAL_INIT_REQ = 1,
				  					MBINIT_REPAIRVAL_INIT_RESP,
				  					MBINIT_REPAIRVAL_RESULT_REQ,
				  					MBINIT_REPAIRVAL_RESULT_RESP,
				  					MBINIT_REPAIRVAL_DONE_REQ,
				  					MBINIT_REPAIRVAL_DONE_RESP} MBINIT_REPAIRVAL_MSG_e;
	typedef enum logic 	[3:0]	 {	MBINIT_REVERSALMB_INIT_REQ = 1,	
									MBINIT_REVERSALMB_INIT_RESP, 	
									MBINIT_REVERSALMB_CLEAR_ERROR_REQ,
									MBINIT_REVERSALMB_CLEAR_ERROR_RESP,
									MBINIT_REVERSALMB_RESULT_REQ ,
									MBINIT_REVERSALMB_RESULT_RESP, 
									MBINIT_REVERSALMB_DONE_REQ ,	
									MBINIT_REVERSALMB_DONE_RESP} MBINIT_REVERSALMB_MSG_e;
	typedef enum logic 	[3:0]	 {	MBINIT_REPAIRMB_START_REQ = 1, 	
									MBINIT_REPAIRMB_START_RESP, 	
									MBINIT_REPAIRMB_END_REQ, 		
									MBINIT_REPAIRMB_END_RESP, 	
									MBINIT_REPAIRMB_APPLY_DEGRADE_REQ,
									MBINIT_REPAIRMB_APPLY_DEGRADE_RESP} MBINIT_REPAIRMB_MSG_e;
	typedef enum logic 	[3:0]	 {	MBTRAIN_VALVREF_START_REQ = 1, 	
									MBTRAIN_VALVREF_START_RESP, 	
									MBTRAIN_VALVREF_END_REQ, 		
									MBTRAIN_VALVREF_END_RESP} MBTRAIN_VALVREF_MSG_e;
	typedef enum logic 	[3:0]	 {	MBTRAIN_DATAVREF_START_REQ = 1, 	
									MBTRAIN_DATAVREF_START_RESP, 	
									MBTRAIN_DATAVREF_END_REQ, 		
									MBTRAIN_DATAVREF_END_RESP} MBTRAIN_DATAVREF_MSG_e;
	typedef enum logic 	[3:0]	 {	MBTRAIN_SPEEDIDLE_DONE_REQ = 1, 	
									MBTRAIN_SPEEDIDLE_DONE_RESP} MBTRAIN_SPEEDIDLE_MSG_e;
	typedef enum logic 	[3:0]	 {	MBTRAIN_TXSELFCAL_DONE_REQ = 1, 	
									MBTRAIN_TXSELFCAL_DONE_RESP} MBTRAIN_TXSELFCAL_MSG_e;
	typedef enum logic 	[3:0]	 {	MBTRAIN_RXCLKCAL_START_REQ = 1, 	
									MBTRAIN_RXCLKCAL_START_RESP, 		
									MBTRAIN_RXCLKCAL_DONE_REQ, 		
									MBTRAIN_RXCLKCAL_DONE_RESP} MBTRAIN_RXCLKCAL_MSG_e;
	typedef enum logic 	[3:0]	 {	MBTRAIN_VALTRAINCENTER_START_REQ = 1, 	
									MBTRAIN_VALTRAINCENTER_START_RESP, 		
									MBTRAIN_VALTRAINCENTER_DONE_REQ, 		
									MBTRAIN_VALTRAINCENTER_DONE_RESP} MBTRAIN_VALTRAINCENTER_MSG_e;
	typedef enum logic 	[3:0]	 {	MBTRAIN_VALTRAINVREF_START_REQ = 1, 	
									MBTRAIN_VALTRAINVREF_START_RESP, 		
									MBTRAIN_VALTRAINVREF_DONE_REQ, 		
									MBTRAIN_VALTRAINVREF_DONE_RESP} MBTRAIN_VALTRAINVREF_MSG_e;
	typedef enum logic 	[3:0]	 {	MBTRAIN_DATATRAINCENTER1_START_REQ = 1, 	
									MBTRAIN_DATATRAINCENTER1_START_RESP, 	
									MBTRAIN_DATATRAINCENTER1_END_REQ, 		
									MBTRAIN_DATATRAINCENTER1_END_RESP} MBTRAIN_DATATRAINCENTER1_MSG_e;
	typedef enum logic 	[3:0]	 {	MBTRAIN_DATATRAINVREF_START_REQ = 1, 	
									MBTRAIN_DATATRAINVREF_START_RESP, 	
									MBTRAIN_DATATRAINVREF_END_REQ, 		
									MBTRAIN_DATATRAINVREF_END_RESP} MBTRAIN_DATATRAINVREF_MSG_e;
	typedef enum logic 	[3:0]	 {	MBTRAIN_RXDESKEW_START_REQ = 1, 	
									MBTRAIN_RXDESKEW_START_RESP, 	
									MBTRAIN_RXDESKEW_END_REQ, 		
									MBTRAIN_RXDESKEW_END_RESP} MBTRAIN_RXDESKEW_MSG_e;
	typedef enum logic 	[3:0]	 {	MBTRAIN_DATATRAINCENTER2_START_REQ = 1, 	
									MBTRAIN_DATATRAINCENTER2_START_RESP, 	
									MBTRAIN_DATATRAINCENTER2_END_REQ, 		
									MBTRAIN_DATATRAINCENTER2_END_RESP} MBTRAIN_DATATRAINCENTER2_MSG_e;
	typedef enum logic 	[3:0]	 {	MBTRAIN_LINKSPEED_START_REQ = 1, 	
									MBTRAIN_LINKSPEED_START_RESP, 	
									MBTRAIN_LINKSPEED_ERROR_REQ, 		
									MBTRAIN_LINKSPEED_ERROR_RESP,
									MBTRAIN_LINKSPEED_EXIT_TO_REPAIR_REQ, 		
									MBTRAIN_LINKSPEED_EXIT_TO_REPAIR_RESP,
									MBTRAIN_LINKSPEED_EXIT_TO_SPEED_DEDRADE_REQ, 		
									MBTRAIN_LINKSPEED_EXIT_TO_SPEED_DEDRADE_RESP,
									MBTRAIN_LINKSPEED_DONE_REQ, 		
									MBTRAIN_LINKSPEED_DONE_RESP} MBTRAIN_LINKSPEED_MSG_e;
	typedef enum logic 	[3:0]	 {	MBTRAIN_REPAIR_INIT_REQ = 1, 	
									MBTRAIN_REPAIR_INIT_RESP, 	
									MBTRAIN_REPAIR_APPLY_REPAIR_REQ, 		
									MBTRAIN_REPAIR_APPLY_REPAIR_RESP,
									MBTRAIN_REPAIR_END_REQ, 	
									MBTRAIN_REPAIR_END_RESP,
									MBTRAIN_REPAIR_APPLY_DEGRADE_REQ,
									MBTRAIN_REPAIR_APPLY_DEGRADE_RESP} MBTRAIN_REPAIR_MSG_e;
	typedef enum logic 	[3:0]	 {	PHYRETRAIN_RETRAIN_START_REQ = 1, 	
									PHYRETRAIN_RETRAIN_START_RESP} PHYRETRAIN_MSG_e;	
	state_e 						GenStates;
	state_e 						GenStates_DRV;	
	MBINIT_SubState_e 				MBINIT_SubStates;
	MBINIT_SubState_e 				MBINIT_SubStates_DRV;
	MBTRAIN_SubState_e 				MBTRAIN_SubStates;
	MBTRAIN_SubState_e 				MBTRAIN_SubStates_DRV;
	SBINIT_MSG_e 					SBINIT_MSGs;
	MBINIT_PARAM_MSG_e 		 		MBINIT_PARAM_MSGs;
	MBINIT_CAL_MSG_e   				MBINIT_CAL_MSGs;
	MBINIT_REPAIRCLK_MSG_e  		MBINIT_REPAIRCLK_MSGs;
	MBINIT_REPAIRVAL_MSG_e  		MBINIT_REPAIRVAL_MSGs;
	MBINIT_REVERSALMB_MSG_e 		MBINIT_REVERSALMB_MSGs;
	MBINIT_REPAIRMB_MSG_e 			MBINIT_REPAIRMB_MSGs;
	MBTRAIN_VALVREF_MSG_e 			MBTRAIN_VALVREF_MSGs;
	MBTRAIN_DATAVREF_MSG_e 			MBTRAIN_DATAVREF_MSGs;
	MBTRAIN_SPEEDIDLE_MSG_e 		MBTRAIN_SPEEDIDLE_MSGs;
	MBTRAIN_TXSELFCAL_MSG_e 		MBTRAIN_TXSELFCAL_MSGs;
	MBTRAIN_RXCLKCAL_MSG_e 			MBTRAIN_RXCLKCAL_MSGs;
	MBTRAIN_VALTRAINCENTER_MSG_e 	MBTRAIN_VALTRAINCENTER_MSGs;
	MBTRAIN_VALTRAINVREF_MSG_e 		MBTRAIN_VALTRAINVREF_MSGs;
	MBTRAIN_DATATRAINCENTER1_MSG_e 	MBTRAIN_DATATRAINCENTER1_MSGs;
	MBTRAIN_DATATRAINVREF_MSG_e 	MBTRAIN_DATATRAINVREF_MSGs;
	MBTRAIN_RXDESKEW_MSG_e 			MBTRAIN_RXDESKEW_MSGs;
	MBTRAIN_DATATRAINCENTER2_MSG_e 	MBTRAIN_DATATRAINCENTER2_MSGs;
	MBTRAIN_LINKSPEED_MSG_e 		MBTRAIN_LINKSPEED_MSGs;
	MBTRAIN_REPAIR_MSG_e 			MBTRAIN_REPAIR_MSGs;
	PHYRETRAIN_MSG_e 				PHYRETRAIN_MSGs;
endpackage : pkg
module Lane_To_Byte_Demapping #(
    parameter WIDTH = 32,          
    parameter N_BYTES = 64,        
    parameter NUM_LANES = 16       
) (
    input wire i_clk,              
    input wire i_rst_n,            
    input wire [WIDTH-1:0] i_lane_0, i_lane_1, i_lane_2, i_lane_3,
    input wire [WIDTH-1:0] i_lane_4, i_lane_5, i_lane_6, i_lane_7,
    input wire [WIDTH-1:0] i_lane_8, i_lane_9, i_lane_10, i_lane_11,
    input wire [WIDTH-1:0] i_lane_12, i_lane_13, i_lane_14, i_lane_15,
    input wire enable_demapper,    
    input wire [1:0] i_functional_rx_lanes,  
    output reg [8*N_BYTES-1:0] o_out_data    
);
    localparam BYTES_PER_LANE = WIDTH/8;   
    localparam TOTAL_CHUNKS = N_BYTES/BYTES_PER_LANE;   
    localparam DEGRADE_LANES_0_TO_7   = 2'b01;
    localparam DEGRADE_LANES_8_TO_15  = 2'b10;
    localparam DEGRADE_LANES_0_TO_15  = 2'b11;
    localparam CLOCK_CYCLES_8_LANES  = (N_BYTES/BYTES_PER_LANE)/8;    
    localparam CLOCK_CYCLES_16_LANES = (N_BYTES/BYTES_PER_LANE)/16;   
    reg [WIDTH-1:0] lane_data [0:NUM_LANES-1];
    reg [5:0] cycle_count;   
    reg [8*N_BYTES-1:0] data_shift_reg;   
    reg [8*N_BYTES-1:0] accumulated_data;   
    reg accumulation_done;   
    integer i;
    always @(*) begin
        if (accumulation_done) begin
            case (i_functional_rx_lanes)
                DEGRADE_LANES_0_TO_7: begin
                    o_out_data = accumulated_data;
                end
                DEGRADE_LANES_8_TO_15: begin
                    o_out_data = accumulated_data;
                end
                DEGRADE_LANES_0_TO_15: begin
                    o_out_data = accumulated_data;
                end
                default: begin
                    o_out_data = 0;
                end
            endcase
        end
        else begin
            o_out_data = 0;   
        end
    end
    always @(posedge i_clk or negedge i_rst_n) begin
        if (!i_rst_n) begin
            cycle_count <= 0;
            accumulated_data <= 0;
            accumulation_done <= 0;
            for (i = 0; i < NUM_LANES; i = i + 1) begin
                lane_data[i] <= 0;
            end
        end
        else if (enable_demapper) begin
            case (i_functional_rx_lanes)
                DEGRADE_LANES_0_TO_7: begin
                    if (cycle_count < CLOCK_CYCLES_8_LANES) begin
                        lane_data[0] <= i_lane_0;
                        lane_data[1] <= i_lane_1;
                        lane_data[2] <= i_lane_2;
                        lane_data[3] <= i_lane_3;
                        lane_data[4] <= i_lane_4;
                        lane_data[5] <= i_lane_5;
                        lane_data[6] <= i_lane_6;
                        lane_data[7] <= i_lane_7;
                        accumulated_data[(cycle_count * 8 * WIDTH) + 8*WIDTH-1 -: 8*WIDTH] <= 
                            {i_lane_7, i_lane_6, i_lane_5, i_lane_4,
                             i_lane_3, i_lane_2, i_lane_1, i_lane_0};
                        cycle_count <= cycle_count + 1;
                        if (cycle_count == CLOCK_CYCLES_8_LANES - 1) begin
                            accumulation_done <= 1;   
                        end
                    end
                end
                DEGRADE_LANES_8_TO_15: begin
                    if (cycle_count < CLOCK_CYCLES_8_LANES) begin
                        lane_data[8]  <= i_lane_8;
                        lane_data[9]  <= i_lane_9;
                        lane_data[10] <= i_lane_10;
                        lane_data[11] <= i_lane_11;
                        lane_data[12] <= i_lane_12;
                        lane_data[13] <= i_lane_13;
                        lane_data[14] <= i_lane_14;
                        lane_data[15] <= i_lane_15;
                        accumulated_data[(cycle_count * 8 * WIDTH) + 8*WIDTH-1 -: 8*WIDTH] <= 
                            {i_lane_15, i_lane_14, i_lane_13, i_lane_12,
                             i_lane_11, i_lane_10, i_lane_9, i_lane_8};
                        cycle_count <= cycle_count + 1;
                        if (cycle_count == CLOCK_CYCLES_8_LANES - 1) begin
                            accumulation_done <= 1;   
                        end
                    end
                end
                DEGRADE_LANES_0_TO_15: begin
                    if (cycle_count < CLOCK_CYCLES_16_LANES) begin
                        lane_data[0]  <= i_lane_0;
                        lane_data[1]  <= i_lane_1;
                        lane_data[2]  <= i_lane_2;
                        lane_data[3]  <= i_lane_3;
                        lane_data[4]  <= i_lane_4;
                        lane_data[5]  <= i_lane_5;
                        lane_data[6]  <= i_lane_6;
                        lane_data[7]  <= i_lane_7;
                        lane_data[8]  <= i_lane_8;
                        lane_data[9]  <= i_lane_9;
                        lane_data[10] <= i_lane_10;
                        lane_data[11] <= i_lane_11;
                        lane_data[12] <= i_lane_12;
                        lane_data[13] <= i_lane_13;
                        lane_data[14] <= i_lane_14;
                        lane_data[15] <= i_lane_15;
                        accumulated_data[16*WIDTH-1:0] <= {i_lane_15, i_lane_14, i_lane_13, i_lane_12,
                                                          i_lane_11, i_lane_10, i_lane_9, i_lane_8,
                                                          i_lane_7, i_lane_6, i_lane_5, i_lane_4,
                                                          i_lane_3, i_lane_2, i_lane_1, i_lane_0};
                        cycle_count <= cycle_count + 1;
                        if (cycle_count == CLOCK_CYCLES_16_LANES - 1) begin
                            accumulation_done <= 1;   
                        end
                    end
                end
                default: begin
                    for (i = 0; i < NUM_LANES; i = i + 1) begin
                        lane_data[i] <= 0;
                    end
                    accumulated_data <= 0;
                    accumulation_done <= 0;
                end
            endcase
        end
        else begin
            cycle_count <= 0;
            accumulated_data <= 0;
            accumulation_done <= 0;
            for (i = 0; i < NUM_LANES; i = i + 1) begin
                lane_data[i] <= 0;
            end
        end
    end
endmodule
==> reports/notes.md <==
In this run the power spent charging and discharging nets is 0.431 mW. Count of input and output buffers: 1028. The min-delay analysis places its worst path in the category register to register. The main area contributors are sky130_fd_sc_hd__dfrtp_1 45%, sky130_fd_sc_hd__a22oi_1 13%, sky130_fd_sc_hd__and2_1 11%. Detailed-route iteration 0 reported a violation count of 2560. Clock root buffer master: sky130_fd_sc_hd__clkbuf_16.

In the CTS report, the clock slew at the register clock pins of the worst setup and hold paths is listed as 0.06 ns. The internal cell power came out at 0.751 mW. For this run, the detailed router's first-pass iteration total came to 6.

Averaged over all synthesized cells, the footprint is 9.69 µm². The category of the critical setup timing path was input port to primary output. The wire length on met1 came out at 73000 µm. With the minimum hold slack at 0.481 ns, the met2 routed wirelength is 79700 µm. The number of different library cells in the post-synthesis netlist was 36; the proportion of synthesized flip-flops having asynchronous set or reset was 100%.

STA classifies the critical path endpoint as a primary output. The core region is 202000 µm². The power density of the placed cells is 26.9 nW/µm², and the number of cell rows is 165.

The count of synthesis-stage warnings from yosys was 0; the data required time of the worst path was 49.44 ns. Per the slew report, the remaining headroom to the max-slew limit stands at 32.3%. For the pin with the worst max-slew slack, the measured transition is 1.00 ns. Clock latency on the worst-skew pair, taken at its later pin, is 0.70 ns. The flow ran to the end, and the final reports show no timing, DRC or antenna violations. For this run, the detailed router reports a per-instance via density of 4.48. The wire length recorded after detailed routing is 176000 µm. The aggregate negative setup slack was 0 ns; the final critical path time including I/O delays and setup was 29.65 ns. The setup skew after layout came out at 0.0404 ns. The run gives 36.5% for the switching part of the total. In the Yosys report the total cell count is 2967. The run gives 45.2% for the area fraction of the dominant cell type after synthesis.

The critical path launch point type was an input port. The post-detailed-route count of antenna-violating nets came out at 0. The leakage dissipation came out at 16.9 nW. The share of the core area taken by cells at floorplan is 14.2%. The worst-path maximum fanout works out to 96. Counting stages on the worst path, the most repeated cell is sky130_fd_sc_hd__buf_4.

The run gives 36.5% as the share of total power in the clock network. The tools report the number of buffers added for setup after CTS as 0. The highest metal layer carrying signal wires in the routed design is met5.

The run gives 246000 µm for the first-pass GRT wire length. Leaving out fill and tap cells, the most frequent cells in the layout are 1027 x sky130_fd_sc_hd__clkdlybuf4s50_1, 519 x sky130_fd_sc_hd__dfrtp_1, 517 x sky130_fd_sc_hd__and2_1. Detailed placement ended at an HPWL of 131000 µm.

Looking at area per cell type in the netlist, the leader is sky130_fd_sc_hd__dfrtp_1. The area of the synthesized netlist per yosys stat was 28800 µm²; the combinational share of power was 28.2%. In the Yosys report, the sequential cells make up 45.2% of the chip area. Pins over their slew limit in the final report were tallied at 0. From synthesis to final layout, the design area changed by 52.7%. The share of total power dissipated in sequential elements is 35.3%. Counting the buffers created by CTS gives 69. Looking at the clock tree report, the H-tree level count equals 3. The tool warning count is 34.

The placement summary gives the final routability congestion estimate as 0.946. The maximum count of clock buffers along a single path was 3; the overall die width was 470 µm. The run gives 29540 for the via count of the first global-routing pass. TritonCTS built the clock tree.

The buffers plus inverters on the worst setup path works out to 7. The clock net in this run drives a total of 519 sinks. Walking the worst path, the cells encountered are clkdlybuf4s50_1 -> inv_1 -> ha_1 -> nor2b_4 -> buf_4 -> buf_4 -> buf_4 -> buf_4 -> and2_1 -> clkdlybuf4s50_1. Entering global routing, the biggest net connects 109 pins.

The total global-route track usage is 15.4%, and the number of storage elements in the synthesis netlist is 519. For the count of endpoints failing setup in the final report, the log shows 0. The delay of the slowest cell on the worst path works out to 0.67 ns. The total grt overflow is 0, and the initial antenna violation count is 39. The die covers 221000 µm². In this run the VDD rail shows a maximum IR drop of 0.0190 mV. The run gives 2967 for the synthesized instance count. For the final count of hold timing violations, the log shows 0. Gates resized during post-CTS repair numbered 0. The tools report the arrival time of data at the critical path endpoint as 17.29 ns.

The run gives 21917 as the number of fillers in the final layout. Grouping stages by cell kind, the critical path spends the most delay in buffers and inverters. The post-route netlist has 5.09% of its cells at a drive strength greater than 1. Static timing analysis puts the maximum clock frequency at 33.7 MHz. The number of remaining DRC errors is 0.

The tools report the number of buffers inserted by hold repair at cts as 0. The combined area of all synthesized cells came out at 28800 µm². Setup repair after global routing left no endpoint under its margin. The most common logic cell in the final layout is sky130_fd_sc_hd__clkdlybuf4s50_1. The run gives 29298 as the total number of vias. The total of max-cap violations was 0. Dominant register cell in the synthesized netlist: sky130_fd_sc_hd__dfrtp_1. The run gives 0 for the number of enable flip-flop cells. 1029 I/O pins were placed. Final clock period utilization by the worst path: 48.0%.

On the critical path, the stage with the largest delay is an instance of sky130_fd_sc_hd__buf_4. For the met3 wirelength from detailed routing, the log shows 19200 µm. The mean routed wirelength per cell was 26.9 µm; the die boundary height was 470 µm.
-- metal layers --
metal | up-vias | GRT usage (%)
li1 | 12803 | -
met3 | 201 | 6.39
met2 | 1691 | 24.0
met4 | 8 | 3.10
met5 | - | 0
met1 | 14595 | 20.2
-- area by class of cell --
cell class,count,area [µm²],share of cell area [%]
antenna,16,40.0,0.0911
clock buffer,94,1940,4.42
clock inverter,27,447,1.02
tap,2672,3340,7.61
timing repair buffer,1101,10900,24.8
sequential,519,13000,29.6
multi-input combinational,2098,14300,32.5
inverter,9,33.8,0.0769
-- final timing paths --
check / depth (start not counted) / slack [ns] / to / startpoint
max in group asynchronous: 5 / 47.03 / accumulated_data[443]$_DFFE_PN0P_ / i_rst_n
hold / removal: 1 / 0.48 / accumulated_data[407]$_DFFE_PN0P_ / accumulated_data[407]$_DFFE_PN0P_
min in group asynchronous: 1 / 11.63 / accumulated_data[369]$_DFFE_PN0P_ / i_rst_n
setup / recovery: 10 / 32.15 / o_out_data[271] / i_functional_rx_lanes[0]
hold reg to reg: 1 / 0.48 / accumulated_data[407]$_DFFE_PN0P_ / accumulated_data[407]$_DFFE_PN0P_
setup reg to reg: 9 / 57.33 / accumulated_data[321]$_DFFE_PN0P_ / cycle_count[3]$_DFFE_PN0P_
-- power groups by stage --
| stage | logic (mW) | registers, mW | clock network, mW |
|---|---|---|---|
| global route | 0.360 | 0.423 | 0.455 |
| CTS | 0.337 | 0.418 | 0.444 |
| finish | 0.334 | 0.417 | 0.431 |
-- synthesized netlist by cell type, types with 9 or more instances --
library cell                number
sky130_fd_sc_hd__buf_6          24
sky130_fd_sc_hd__a22o_1        256
sky130_fd_sc_hd__inv_1           9
sky130_fd_sc_hd__a22oi_1       511
sky130_fd_sc_hd__and2_1        517
sky130_fd_sc_hd__buf_1          10
sky130_fd_sc_hd__o2bb2ai_1     256
sky130_fd_sc_hd__nand2_1       259
sky130_fd_sc_hd__buf_2          78
sky130_fd_sc_hd__o21ai_0       257
sky130_fd_sc_hd__dfrtp_1       519
sky130_fd_sc_hd__clkbuf_1      223
-- kinds of logic after synthesis --
group	after synthesis	synth area share (%)
flip-flops	519	45.2
adder cells (fa/ha/maj)	8	0.348
AND/OR/NAND/NOR	795	15.1
AND-OR/OR-AND	1293	33.7
buffers and inverters	350	5.61
XOR/XNOR	1	0.0305
multiplexers	1	0.0348
-- flip-flops by register name, indices dropped and copies added (netlist names) --
| name | count |
|---|---|
| accumulated_data | 512 |
| accumulation_done | 1 |
| cycle_count | 6 |
-- per-stage QoR --
stage                     setup WS, ns  power, mW  instances  utilization, %  area, µm²
after floorplan                  35.93      0.575       2967               -      28800
after global placement           32.21      0.758       6399            20.6      41500
after detailed placement         32.12      0.759       6399            20.6      41500
after CTS                        32.11       1.20       6520            21.7      43900
after global routing             31.72       1.24       6528            21.7      43900
final                            32.15       1.18       6536            21.8      43900
Power figures rest on the tool's default switching activity, not on a simulated workload.

### run.sh
#!/bin/bash
# OpenROAD 26Q1-2900-gdf79404cd8, Yosys 0.63+post, stock flow scripts
make -C /OpenROAD-flow-scripts/flow DESIGN_CONFIG=/design/flow/config.mk WORK_HOME=/design/flow/orfs finish
### config.mk
export PLATFORM = sky130hd
export DESIGN_NAME = pattern_comparison
export DESIGN_NICKNAME = pattern_comparison
export VERILOG_FILES = /design/flow/design.v
export SDC_FILE = /design/flow/constraint.sdc
export NUM_CORES = 4
export LEC_CHECK = 1
export CORE_UTILIZATION = 30
export SYNTH_HDL_FRONTEND = slang
### constraint.sdc
current_design pattern_comparison

set clk_period 5.2
set clk_io_pct 0.2

create_clock -name clk0 -period $clk_period [get_ports {clk}]

set non_clock_inputs [all_inputs -no_clocks]
set_input_delay [expr $clk_period * $clk_io_pct] -clock clk0 $non_clock_inputs
set_output_delay [expr $clk_period * $clk_io_pct] -clock clk0 [all_outputs]
### design.v
package pkg;
	typedef enum {RESET, SBINIT, MBINIT, MBTRAIN, LINKINIT, ACTIVE, PHYRETRAIN, TRAINERROR} state_e;
	typedef enum {PARAM, CAL, REPAIRCLK, REPAIRVAL, REVERSALMB, REPAIRMB} MBINIT_SubState_e;
	typedef enum {VALREF, DATAVREF, SPEEDIDLE, TXSELFCAL, RXCLKCAL, VALTRAINCENTER, VALTRAINVREF, DATATRAINCENTER1, DATATRAINVREF,RXDESKEW, DATATRAINCENTER2, LINKSPEED, REPAIR} MBTRAIN_SubState_e;
	typedef enum {	SBINIT_DONE_REQ = 1,
					SBINIT_DONE_RESP,
					SBINIT_OUT_OF_RESET} SBINIT_MSG_e;
	typedef enum {	MBINIT_PARAM_CONFIGURATION_REQ = 1, 
					MBINIT_PARAM_CONFIGURATION_RESP} MBINIT_PARAM_MSG_e;
	typedef enum {	MBINIT_CAL_DONE_REQ = 1, 
					MBINIT_CAL_DONE_RESP} MBINIT_CAL_MSG_e;
	typedef enum logic 	[3:0]	 {	MBINIT_REPAIRCLK_INIT_REQ = 1, 
				  					MBINIT_REPAIRCLK_INIT_RESP,
				  					MBINIT_REPAIRCLK_RESULT_REQ,
	 			  					MBINIT_REPAIRCLK_RESULT_RESP,
	 			  					MBINIT_REPAIRCLK_DONE_REQ,
	 			  					MBINIT_REPAIRCLK_DONE_RESP} MBINIT_REPAIRCLK_MSG_e;
	typedef enum logic 	[3:0]	 {	MBINIT_REPAIRVAL_INIT_REQ = 1,
				  					MBINIT_REPAIRVAL_INIT_RESP,
				  					MBINIT_REPAIRVAL_RESULT_REQ,
				  					MBINIT_REPAIRVAL_RESULT_RESP,
				  					MBINIT_REPAIRVAL_DONE_REQ,
				  					MBINIT_REPAIRVAL_DONE_RESP} MBINIT_REPAIRVAL_MSG_e;
	typedef enum logic 	[3:0]	 {	MBINIT_REVERSALMB_INIT_REQ = 1,	
									MBINIT_REVERSALMB_INIT_RESP, 	
									MBINIT_REVERSALMB_CLEAR_ERROR_REQ,
									MBINIT_REVERSALMB_CLEAR_ERROR_RESP,
									MBINIT_REVERSALMB_RESULT_REQ ,
									MBINIT_REVERSALMB_RESULT_RESP, 
									MBINIT_REVERSALMB_DONE_REQ ,	
									MBINIT_REVERSALMB_DONE_RESP} MBINIT_REVERSALMB_MSG_e;
	typedef enum logic 	[3:0]	 {	MBINIT_REPAIRMB_START_REQ = 1, 	
									MBINIT_REPAIRMB_START_RESP, 	
									MBINIT_REPAIRMB_END_REQ, 		
									MBINIT_REPAIRMB_END_RESP, 	
									MBINIT_REPAIRMB_APPLY_DEGRADE_REQ,
									MBINIT_REPAIRMB_APPLY_DEGRADE_RESP} MBINIT_REPAIRMB_MSG_e;
	typedef enum logic 	[3:0]	 {	MBTRAIN_VALVREF_START_REQ = 1, 	
									MBTRAIN_VALVREF_START_RESP, 	
									MBTRAIN_VALVREF_END_REQ, 		
									MBTRAIN_VALVREF_END_RESP} MBTRAIN_VALVREF_MSG_e;
	typedef enum logic 	[3:0]	 {	MBTRAIN_DATAVREF_START_REQ = 1, 	
									MBTRAIN_DATAVREF_START_RESP, 	
									MBTRAIN_DATAVREF_END_REQ, 		
									MBTRAIN_DATAVREF_END_RESP} MBTRAIN_DATAVREF_MSG_e;
	typedef enum logic 	[3:0]	 {	MBTRAIN_SPEEDIDLE_DONE_REQ = 1, 	
									MBTRAIN_SPEEDIDLE_DONE_RESP} MBTRAIN_SPEEDIDLE_MSG_e;
	typedef enum logic 	[3:0]	 {	MBTRAIN_TXSELFCAL_DONE_REQ = 1, 	
									MBTRAIN_TXSELFCAL_DONE_RESP} MBTRAIN_TXSELFCAL_MSG_e;
	typedef enum logic 	[3:0]	 {	MBTRAIN_RXCLKCAL_START_REQ = 1, 	
									MBTRAIN_RXCLKCAL_START_RESP, 		
									MBTRAIN_RXCLKCAL_DONE_REQ, 		
									MBTRAIN_RXCLKCAL_DONE_RESP} MBTRAIN_RXCLKCAL_MSG_e;
	typedef enum logic 	[3:0]	 {	MBTRAIN_VALTRAINCENTER_START_REQ = 1, 	
									MBTRAIN_VALTRAINCENTER_START_RESP, 		
									MBTRAIN_VALTRAINCENTER_DONE_REQ, 		
									MBTRAIN_VALTRAINCENTER_DONE_RESP} MBTRAIN_VALTRAINCENTER_MSG_e;
	typedef enum logic 	[3:0]	 {	MBTRAIN_VALTRAINVREF_START_REQ = 1, 	
									MBTRAIN_VALTRAINVREF_START_RESP, 		
									MBTRAIN_VALTRAINVREF_DONE_REQ, 		
									MBTRAIN_VALTRAINVREF_DONE_RESP} MBTRAIN_VALTRAINVREF_MSG_e;
	typedef enum logic 	[3:0]	 {	MBTRAIN_DATATRAINCENTER1_START_REQ = 1, 	
									MBTRAIN_DATATRAINCENTER1_START_RESP, 	
									MBTRAIN_DATATRAINCENTER1_END_REQ, 		
									MBTRAIN_DATATRAINCENTER1_END_RESP} MBTRAIN_DATATRAINCENTER1_MSG_e;
	typedef enum logic 	[3:0]	 {	MBTRAIN_DATATRAINVREF_START_REQ = 1, 	
									MBTRAIN_DATATRAINVREF_START_RESP, 	
									MBTRAIN_DATATRAINVREF_END_REQ, 		
									MBTRAIN_DATATRAINVREF_END_RESP} MBTRAIN_DATATRAINVREF_MSG_e;
	typedef enum logic 	[3:0]	 {	MBTRAIN_RXDESKEW_START_REQ = 1, 	
									MBTRAIN_RXDESKEW_START_RESP, 	
									MBTRAIN_RXDESKEW_END_REQ, 		
									MBTRAIN_RXDESKEW_END_RESP} MBTRAIN_RXDESKEW_MSG_e;
	typedef enum logic 	[3:0]	 {	MBTRAIN_DATATRAINCENTER2_START_REQ = 1, 	
									MBTRAIN_DATATRAINCENTER2_START_RESP, 	
									MBTRAIN_DATATRAINCENTER2_END_REQ, 		
									MBTRAIN_DATATRAINCENTER2_END_RESP} MBTRAIN_DATATRAINCENTER2_MSG_e;
	typedef enum logic 	[3:0]	 {	MBTRAIN_LINKSPEED_START_REQ = 1, 	
									MBTRAIN_LINKSPEED_START_RESP, 	
									MBTRAIN_LINKSPEED_ERROR_REQ, 		
									MBTRAIN_LINKSPEED_ERROR_RESP,
									MBTRAIN_LINKSPEED_EXIT_TO_REPAIR_REQ, 		
									MBTRAIN_LINKSPEED_EXIT_TO_REPAIR_RESP,
									MBTRAIN_LINKSPEED_EXIT_TO_SPEED_DEDRADE_REQ, 		
									MBTRAIN_LINKSPEED_EXIT_TO_SPEED_DEDRADE_RESP,
									MBTRAIN_LINKSPEED_DONE_REQ, 		
									MBTRAIN_LINKSPEED_DONE_RESP} MBTRAIN_LINKSPEED_MSG_e;
	typedef enum logic 	[3:0]	 {	MBTRAIN_REPAIR_INIT_REQ = 1, 	
									MBTRAIN_REPAIR_INIT_RESP, 	
									MBTRAIN_REPAIR_APPLY_REPAIR_REQ, 		
									MBTRAIN_REPAIR_APPLY_REPAIR_RESP,
									MBTRAIN_REPAIR_END_REQ, 	
									MBTRAIN_REPAIR_END_RESP,
									MBTRAIN_REPAIR_APPLY_DEGRADE_REQ,
									MBTRAIN_REPAIR_APPLY_DEGRADE_RESP} MBTRAIN_REPAIR_MSG_e;
	typedef enum logic 	[3:0]	 {	PHYRETRAIN_RETRAIN_START_REQ = 1, 	
									PHYRETRAIN_RETRAIN_START_RESP} PHYRETRAIN_MSG_e;	
	state_e 						GenStates;
	state_e 						GenStates_DRV;	
	MBINIT_SubState_e 				MBINIT_SubStates;
	MBINIT_SubState_e 				MBINIT_SubStates_DRV;
	MBTRAIN_SubState_e 				MBTRAIN_SubStates;
	MBTRAIN_SubState_e 				MBTRAIN_SubStates_DRV;
	SBINIT_MSG_e 					SBINIT_MSGs;
	MBINIT_PARAM_MSG_e 		 		MBINIT_PARAM_MSGs;
	MBINIT_CAL_MSG_e   				MBINIT_CAL_MSGs;
	MBINIT_REPAIRCLK_MSG_e  		MBINIT_REPAIRCLK_MSGs;
	MBINIT_REPAIRVAL_MSG_e  		MBINIT_REPAIRVAL_MSGs;
	MBINIT_REVERSALMB_MSG_e 		MBINIT_REVERSALMB_MSGs;
	MBINIT_REPAIRMB_MSG_e 			MBINIT_REPAIRMB_MSGs;
	MBTRAIN_VALVREF_MSG_e 			MBTRAIN_VALVREF_MSGs;
	MBTRAIN_DATAVREF_MSG_e 			MBTRAIN_DATAVREF_MSGs;
	MBTRAIN_SPEEDIDLE_MSG_e 		MBTRAIN_SPEEDIDLE_MSGs;
	MBTRAIN_TXSELFCAL_MSG_e 		MBTRAIN_TXSELFCAL_MSGs;
	MBTRAIN_RXCLKCAL_MSG_e 			MBTRAIN_RXCLKCAL_MSGs;
	MBTRAIN_VALTRAINCENTER_MSG_e 	MBTRAIN_VALTRAINCENTER_MSGs;
	MBTRAIN_VALTRAINVREF_MSG_e 		MBTRAIN_VALTRAINVREF_MSGs;
	MBTRAIN_DATATRAINCENTER1_MSG_e 	MBTRAIN_DATATRAINCENTER1_MSGs;
	MBTRAIN_DATATRAINVREF_MSG_e 	MBTRAIN_DATATRAINVREF_MSGs;
	MBTRAIN_RXDESKEW_MSG_e 			MBTRAIN_RXDESKEW_MSGs;
	MBTRAIN_DATATRAINCENTER2_MSG_e 	MBTRAIN_DATATRAINCENTER2_MSGs;
	MBTRAIN_LINKSPEED_MSG_e 		MBTRAIN_LINKSPEED_MSGs;
	MBTRAIN_REPAIR_MSG_e 			MBTRAIN_REPAIR_MSGs;
	PHYRETRAIN_MSG_e 				PHYRETRAIN_MSGs;
endpackage : pkg
module pattern_comparison (
    input clk,                   
    input rst_n,                 
    input Type_comp,             
    input [1:0] i_state,         
    input enable_buffer,         
    input o_generated_0, input o_generated_1, input o_generated_2, input o_generated_3,
    input o_generated_4, input o_generated_5, input o_generated_6, input o_generated_7,
    input o_generated_8, input o_generated_9, input o_generated_10, input o_generated_11,
    input o_generated_12, input o_generated_13, input o_generated_14, input o_generated_15,
    input o_pattern_0, input o_pattern_1, input o_pattern_2, input o_pattern_3,
    input o_pattern_4, input o_pattern_5, input o_pattern_6, input o_pattern_7,
    input o_pattern_8, input o_pattern_9, input o_pattern_10, input o_pattern_11,
    input o_pattern_12, input o_pattern_13, input o_pattern_14, input o_pattern_15,
    input [11:0] Max_error_Threshold_per_lane,   
    input [15:0] Max_error_Threshold_aggregate,  
    output reg [15:0] per_lane_error,    
    output reg [15:0] error_counter,     
    output wire done_result               
);
    localparam IDLE         = 2'b00;   
    localparam CLEAR_LFSR   = 2'b01;   
    localparam PATTERN_LFSR = 2'b10;   
    localparam PER_LANE_IDE = 2'b11;   
    wire [15:0] lane_mismatch;
    assign lane_mismatch[0]  = o_generated_0  ^ o_pattern_0;   
    assign lane_mismatch[1]  = o_generated_1  ^ o_pattern_1;   
    assign lane_mismatch[2]  = o_generated_2  ^ o_pattern_2;   
    assign lane_mismatch[3]  = o_generated_3  ^ o_pattern_3;   
    assign lane_mismatch[4]  = o_generated_4  ^ o_pattern_4;   
    assign lane_mismatch[5]  = o_generated_5  ^ o_pattern_5;   
    assign lane_mismatch[6]  = o_generated_6  ^ o_pattern_6;   
    assign lane_mismatch[7]  = o_generated_7  ^ o_pattern_7;   
    assign lane_mismatch[8]  = o_generated_8  ^ o_pattern_8;   
    assign lane_mismatch[9]  = o_generated_9  ^ o_pattern_9;   
    assign lane_mismatch[10] = o_generated_10 ^ o_pattern_10;  
    assign lane_mismatch[11] = o_generated_11 ^ o_pattern_11;  
    assign lane_mismatch[12] = o_generated_12 ^ o_pattern_12;  
    assign lane_mismatch[13] = o_generated_13 ^ o_pattern_13;  
    assign lane_mismatch[14] = o_generated_14 ^ o_pattern_14;  
    assign lane_mismatch[15] = o_generated_15 ^ o_pattern_15;  
    wire [15:0] lane_pattern = { 
        o_generated_15, o_generated_14, o_generated_13, o_generated_12, 
        o_generated_11, o_generated_10, o_generated_9,  o_generated_8, 
        o_generated_7,  o_generated_6,  o_generated_5,  o_generated_4,  
        o_generated_3,  o_generated_2,  o_generated_1,  o_generated_0  
    };
   integer i;
    reg [12:0] comparison_count;   
    reg [10:0] per_lane_count;     
    reg [3:0] count_success;       
    reg [15:0] consecutive_match_counter [15:0];  
    reg [11:0] lane_error_counter [15:0];        
    reg done;
    always @(posedge clk or negedge rst_n) begin
        if (!rst_n) begin
            per_lane_error     <= 16'b0;
            error_counter      <= 16'b0;
            comparison_count   <= 13'b0;
            per_lane_count     <= 11'b0;
            count_success      <= 4'b0;
            done               <= 1'b0;
            for ( i = 0; i < 16; i = i + 1) begin
                consecutive_match_counter[i] <= 16'b0;
                lane_error_counter[i] <= 12'b0;
            end
        end else begin
            case (i_state)
                IDLE: begin
                    if (Type_comp) begin
                        for ( i = 0; i < 16; i = i + 1) begin
                            if (lane_mismatch[i]) begin
                                lane_error_counter[i] <= lane_error_counter[i] + 1;
                            end
                            if (lane_error_counter[i] > Max_error_Threshold_per_lane) begin
                                per_lane_error[i] <= 1'b1;  
                            end
                        end
                    end else begin
                        if (|lane_mismatch) begin
                            error_counter <= error_counter + 1;
                        end
                    if (error_counter > Max_error_Threshold_aggregate) begin
                        done <= 1'b0;
                    end else begin
                        done <= 1'b1;
                    end
                    end
                end
                CLEAR_LFSR: begin
                    error_counter <= 16'b0;
                end
                PATTERN_LFSR: begin
                    if (enable_buffer) begin
                        if (comparison_count < 13'd4059) begin
                            comparison_count <= comparison_count + 1;
                            if (Type_comp) begin
                                for ( i = 0; i < 16; i = i + 1) begin
                                    if (lane_mismatch[i]) begin
                                        lane_error_counter[i] <= lane_error_counter[i] + 1;
                                    end
                                    if (lane_error_counter[i] > Max_error_Threshold_per_lane) begin
                                        per_lane_error[i] <= 1'b0;  
                                    end else begin
                                        per_lane_error[i] <= 1'b1;
                                    end
                                end
                            end else begin
                                if (|lane_mismatch) begin
                                    error_counter <= error_counter + 1;
                                end
                        if (error_counter > Max_error_Threshold_aggregate) begin
                            done <= 1'b0;
                        end else begin
                            done <= 1'b1;
                        end
                            end
                        end
                    end
                end
                PER_LANE_IDE: begin
                       if (enable_buffer) begin
                    if (per_lane_count < 11'd2047) begin
                        per_lane_count <= per_lane_count + 1;
                        for ( i = 0; i < 16; i = i + 1) 
                        begin
                                    if (lane_mismatch[i]) begin
                                        lane_error_counter[i] <= lane_error_counter[i] + 1;
                                    end
                                    if (lane_error_counter[i] > Max_error_Threshold_per_lane) begin
                                        per_lane_error[i] <= 1'b0;  
                                    end else begin
                                        per_lane_error[i] <= 1'b1;
                                    end
                        end
                        if (!done) begin
                            if (|lane_mismatch) begin  
                                for ( i = 0; i < 16; i = i + 1) begin
                                    consecutive_match_counter[i] <= 16'b0;
                                end
                                count_success <= 4'b0;  
                                done <= 1'b0;  
                            end else begin
                                count_success <= count_success + 1;
                                consecutive_match_counter[count_success] <= lane_pattern;
                                if (count_success == 4'd15)  
                                    done <= 1'b1;   
                            end
                        end
                    end
                end
                end
                default: begin
                    per_lane_error    <= per_lane_error;
                    error_counter     <= error_counter;
                end
            endcase
        end
    end
    assign done_result = done;
endmodule
==> results_dict.tcl <==
# collected from the flow reports
set metrics [dict create \
    yosys_cells 1586 \
    netlist_instances 1586 \
    htreeDepth 1 \
    hpwl_um 28600 \
    vias_per_cell 5.14 \
    fin_setup_tns_ns 0 \
    finalCriticalPeriod_ns 3.47 \
    max_freq_ghz 0.288 \
    rr_worst_depth 6 \
    ios 99 \
    final_cell_mix "dfrtp_1 (253), ha_1 (228), xnor2_1 (157)" \
    die_area_um2 55000 \
    drive_above_1_share 0.0623 \
    die_x_um 235 \
    antenna_found_initial 1 \
    clk_latency_ns 0.57 \
    grt_first_pass_wirelength_um 66800 \
    overflow 0 \
    synth_top_flop_cell "dfrtp_1" \
    numSynthFlops 253 \
    gp_congestion 0.890 \
    lay_top_count "dfrtp_1" \
    grt.total_usage 0.160 \
    dr.pass1.iters 5 \
    p_leak_nw 8.76 \
    max_slew.worst_pin.slew_ns 0.900 \
    path_clk_slew_ns 0.06 \
    synth.avg_cell_area_um2 10.2 \
    wirelength_um 41500 \
    outcome "finished clean" \
    drt_iter0_markers 694 \
    critical_path_required_ns 5.65 \
    critical_path.max_fanout 19 \
    grt_max_degree 116 \
    grt_pass1_vias 12400 \
    holdPathEnd "comparison_count[12]$_DFFE_PN0P_" \
    worstHoldStart "comparison_count[12]$_DFFE_PN0P_" \
    worstSetupPathType "in -> reg" \
    r2r_start "comparison_count[6]$_DFFE_PN0P_" \
    vias 12400 \
    cts_resized 0 \
    final.setup.worst_slack_ns 1.73 \
    setup-violations-final 0 \
    ys_warn_count 0 \
    arrival_ns 3.91 \
    skew_ns 0.0174 \
    fill_cells 5183 \
    ys_chip_area_um2 16200 \
    total_power_w 0.00660 \
    drv_cap 0 \
    cts_hold_buffers 0 \
    area_delta_synth_final_pct 17.8 \
    post-place-ws_ns 1.18 \
    power.density_nw_per_um2 345 \
    reg2reg_slack_ns 2.12 \
    maxSlewViolCount 0 \
    cp-startpoint "i_state[0]" \
    drc 0 \
    die_h_um 235 \
    relSlewSlack 0.400 \
    timing.rr.end "lane_error_counter[13]$_DFFE_PN0P_" \
    fp_util 0.306 \
    min_path_cells 0 \
    hold_path_class "reg -> reg" \
    cts_setup_buffers 0 \
    syn_area_um2 16200 \
    ys_async_sr_fraction 1.00 \
    endpoint_kind "register" \
    rows 84 \
    core_area_um2 53000 \
    drtAntennaViolNets 0 \
    io_buffers 98 \
    root_buffer "clkbuf_16" \
    rsz0062_at_grt "false" \
    cts_made_buffers 30 \
    avgRoutedWirePerCell_um 17.1 \
    cts.sinks 253 \
    synthDistinctLibCells 61 \
    ys_seq_share 0.390 \
    cts_tree "built" \
    edf_count 0 \
    timing.final.hold_violations 0 \
    setup.worst_path.start_class "input pin" \
    cts_buffer_depth 3 \
    finalClockPeriodUsage 0.667 \
    ir_worst_vdd_mv 0.264 \
    tool_warnings 27 \
]
[kinds of logic after synthesis]
group           count (synthesis)  synth area share
mux                            21            0.0144
compound gates                253             0.105
simple gates                  541             0.179
fa+ha+maj                     228             0.176
xor+xnor                      216             0.117
buf+inv                        74            0.0185
flops                         253             0.390
[synthesized netlist by cell type, drive strengths merged (20+ instances only)]
master | n | share of area
nand4 | 125 | 0.048
nand3 | 63 | 0.019
nor3 | 63 | 0.020
nand2 | 108 | 0.025
inv | 52 | 0.012
a21oi | 88 | 0.028
a21o | 39 | 0.018
xnor2 | 157 | 0.085
o21ai | 27 | 0.0083
dfrtp | 253 | 0.39
xor2 | 59 | 0.032
nor2 | 50 | 0.012
and3 | 27 | 0.010
nor2b | 21 | 0.0081
a211oi | 20 | 0.0096
ha | 228 | 0.18
[worst max-delay path, stage by stage]
cell and delay, ns:
clkdlybuf4s50_1 0.81, nand3_1 0.25, or2_2 0.59, nand2_1 0.52
buf_4 0.37, nand4_1 0.14, xnor2_1 0.15
[metrics by stage]
step	utilization	area (um^2)	hold WS, ns	instances
6_report	0.361	19100	0.394	2423
2_1_floorplan	-	16200	0.437	1586
3_5_place_dp	0.342	18100	0.386	2372
3_3_place_gp	0.342	18100	0.379	2372
4_1_cts	0.361	19100	0.398	2422
5_1_grt	0.361	19100	0.415	2423
[report_power, final]
part / switching, W / internal, W
Combinational: 0.000863 / 0.000819
Sequential: 0.000488 / 0.00235
Clock: 0.000827 / 0.00125
Total: 0.00218 / 0.00442
[worst max path at each step]
stage	to	slack, ns	cells past startpoint
CTS	lane_error_counter[181]$_DFFE_PN0P_	1.77	5
global route	lane_error_counter[127]$_DFFE_PN0P_	1.59	7
finish	lane_error_counter[127]$_DFFE_PN0P_	1.73	7
[layout make-up]
type,count,area [um^2],area share
Multi-Input combinational cell,1259,9590,0.502
Sequential cell,253,6330,0.331
Timing Repair Buffer,120,1160,0.0609
Tap cell,688,861,0.0450
Clock buffer,38,822,0.0430
Inverter,52,195,0.0102
Clock inverter,12,144,0.00753
Antenna cell,1,2.50,0.000131
[layer usage]
layer | wire [um] | track usage | vias to the layer above
li1 | - | - | 6141
met1 | 19600 | 0.234 | 5964
met2 | 17900 | 0.239 | 274
met3 | 2750 | 0.0438 | 69
met4 | 1230 | 0.0397 | 0
met5 | 0 | 0 | -
[state kept, by name, summed over array words and instances (netlist names)]
| name | cells |
|---|---|
| per_lane_count | 11 |
| count_success | 4 |
| comparison_count | 13 |
| error_counter | 16 |
| done_result | 1 |
| per_lane_error | 16 |
| lane_error_counter | 192 |
